$ cat design.v
`timescale 1ns / 1ps
module traffic_light_fsm(
NScar,EWcar,NSlite,EWlite,clk,rst
    );
    input clk;
    input rst;
    input NScar,EWcar;
    output reg NSlite,EWlite;
    reg [1:0] state,next_state;
    parameter ON= 1'b1, OFF=1'b0;
    parameter NS_G=2'b01, EW_G=2'b10;
 always @(state,NScar,EWcar)
 begin
    case(state)
        NS_G: next_state=EWcar? EW_G : NS_G;
        EW_G: next_state=NScar? NS_G : EW_G;
        default: next_state=state;
        endcase
        end
        always @(posedge clk,negedge rst) begin
        if(!rst)
        state<=NS_G;
        else
        state<= next_state;
       end
       always @(state)
       begin
        if(state==NS_G)
        begin
            NSlite=ON;
            EWlite=OFF;
        end
        else if(state==EW_G)
        begin
            NSlite=OFF;
            EWlite=ON;
        end
     end
endmodule
$ cat config.mk
export PLATFORM = sky130hd
export DESIGN_NAME = traffic_light_fsm
export DESIGN_NICKNAME = traffic_light_fsm
export VERILOG_FILES = /design/flow/design.v
export SDC_FILE = /design/flow/constraint.sdc
export NUM_CORES = 4
export LEC_CHECK = 1
export CORE_AREA = 10 10 70 70
export DIE_AREA = 0 0 80 80
$ cat constraint.sdc
current_design traffic_light_fsm

set clk_period 1.7
set clk_io_pct 0.2

create_clock -name clk0 -period $clk_period [get_ports {clk}]

set non_clock_inputs [all_inputs -no_clocks]
set_input_delay [expr $clk_period * $clk_io_pct] -clock clk0 $non_clock_inputs
set_output_delay [expr $clk_period * $clk_io_pct] -clock clk0 [all_outputs]
$ cat run.sh
#!/bin/bash
# OpenROAD 26Q1-2900-gdf79404cd8, Yosys 0.63+post, stock flow scripts
make -C /OpenROAD-flow-scripts/flow DESIGN_CONFIG=/design/flow/config.mk WORK_HOME=/design/flow/orfs finish
==> job_summary.md <==
## Implementation flow summary

| Metric | Value |
|---|---|
| Antenna-violating nets left | 0 |
| Syn avg cell area | 10.35 sq um |
| Overall routed net length | 333 um |
| Total congestion overflow | 0 |
| Number of unconstrained endpoints | 4 |
| Vias in the first global route | 123 |
| Cell total in the yosys stat output | 11 |
| Ant diodes | 0 |
| Syn Std Cell Area | 113.9 sq um |
| CTS tree | built |
| Post-Route Setup TNS | 0 ns |
| CTS resizes | 0 |
| Die Area | 6400 sq um |
| Top_reg_cell synth | dlxtn_1 |
| Commonest cells in the synthesized netlist | dlxtn_1 (2), nand2_1 (2) |
| Number of enable flip-flop cells | 0 |
| DR iter-0 viols | 0 |
| Yosys cell types | 9 |
| Overall power | 235.5 uW |
| Achievable Freq | 1.241 GHz |
| IO Count | 6 |
| Final Hold Viols | 0 |
| Placed Cells | 62 |
| Synth-to-Final Area Change | 117.6% |
| Filler cells | 407 |
| Crit Path Class | input pin to register |
| Critical Path Start Type | input pin |
| Largest net degree at the start of global routing | 5 |
| Fin cells | 66 |
| Vias/cell | 1.545 |
| Yosys warning total | 1 |
| Port Buffers | 5 |
| # DRC | 0 |
| Global-route wire length before repair | 531 um |
| Drt first pass iters | 1 |
| Post-Syn Instances | 11 |
| Max clock buf depth | 2 |
| Hold Buf Count CTS | 0 |
| Die x size | 80 um |
| GPL Wtd Cong | 0.6188 |
| Final setup skew | 0.007739 ns |
| Maximum vdd drop | 123.7 uV |
| Post-CTS Setup Inserts | 0 |
| Share of layout cells above drive strength 1 | 30.00% |
| Log Warnings | 25 |
| DP Wirelength | 275.4 um |
| Routed length per instance | 5.045 um |
| Clk Latency, worst-skew pair | 0.23 ns |
| Via count | 102 |
| Post-layout period usage of the worst path | 47.40% |
| Register pins left without a clock | 2 |
| Endpoints failing setup | 0 |
| Yosys top cell area share | 26.37% |
| Max cap viols | 0 |
| Flop-to-flop setup slack | 0.93 ns |
| CTS root buffer | clkbuf_4 |
| H-tree Lvls | 1 |
| Seq cells post-synth | 4 |
| Yosys chip area | 113.9 sq um |
| Area leader, netlist | dlxtn_1 |
| Synth area leaders | dlxtn_1 (26%), dfstp_2 (23%), dfrtp_1 (22%) |
| Fp_density | 3.333% |
| Worst slew pin tran | 0.1056 ns |
| Ys async rst share | 50.00% |
| Min Tclk post-route | 0.8057 ns |
| WP data arrival | 0.97 ns |
| Antenna violations before repair | 0 |
| P_leak | 0.08666 nW |
| TritonCTS Buffers | 3 |
| Clock transition at path regs | 0.04 ns |
| Maximum fanout along the worst path | 2 |
| GR Util All Layers | 1.205% |
| Die Y-Extent | 80 um |
| Run status | finished clean |
| Req. time, crit path | 1.86 ns |
| Hold Path Class | input pin to async pin |
| PwrDens | 950.6 nW/um^2 |
| Std-Cell Rows | 21 |
| RSZ-0062 raised after global routing | no |
| Endpoint kind of the worst setup timing path | register |
| Worst slew margin | 92.93% |
| Core area | 3416 sq um |
| Final Slew Violations | 0 |
==> placed cells by master, fill, tap and decap left out <==
cell type	n
clkdlybuf4s50_1	5
clkbuf_4	3
dlxtn_1	2
nand2_1	2
inv_1	1
o21ai_1	1
inv_2	1
o21ai_2	1
nor2_1	1
clkbuf_1	1
dfstp_2	1
dfrtp_1	1
==> worst paths after layout <==
kind,startpoint,end,cells past startpoint
setup / recovery,EWcar,state[1],3
max in group asynchronous,rst,state[0],1
min in group clk0,state[0],state[0],2
hold / removal,rst,state[1],1
setup reg to reg,state[0],state[0],2
hold reg to reg,state[0],state[0],2
==> critical path, cell delays in order <==
cell,delay [ns]
clkdlybuf4s50_1,0.50
nand2_1,0.06
o21ai_1,0.06
==> cell families after synthesis <==
logic type | Yosys count | synth area share [%]
simple gates | 3 | 9.889
flops | 2 | 45.06
compound gates | 2 | 12.09
latches | 2 | 26.37
buf+inv | 2 | 6.587
==> flip-flops by register name, summed over array words and instances, names as in the netlist <==
register  cells
EWlite        1
state         2
NSlite        1
==> per-layer routing <==
metal  part of all wire, %  track usage [%]
met5                     0                0
met2                    32            1.445
met4                   2.4           0.5282
met1                    36           0.8649
met3                    29            2.045
==> area by class of cell <==
cell class | count | area (sq um) | area share [%]
sequential | 4 | 81.33 | 32.83
tap | 46 | 57.56 | 23.23
timing repair buffer | 5 | 50.05 | 20.20
clock buffer | 4 | 26.28 | 10.61
multi-input combinational | 5 | 25.02 | 10.10
inverter | 2 | 7.507 | 3.030
==> per-stage QoR <==
step | hold slack, ns | setup slack (ns) | util [%] | area [sq um]
4_1_cts | 0.2654 | 0.8980 | 7.253 | 247.7
3_5_place_dp | 0.4823 | 0.6488 | 6.484 | 221.5
3_3_place_gp | 0.4757 | 0.6784 | 6.484 | 221.5
6_report | 0.2753 | 0.8943 | 7.253 | 247.7
2_1_floorplan | 0.04441 | 0.9580 | - | 113.9
5_1_grt | 0.2691 | 0.8702 | 7.253 | 247.7
==> power by group <==
part           leakage, nW  internal, mW  switching, mW  total, mW
clock               0.0150        0.0875         0.0324      0.120
combinational       0.0319        0.0211         0.0120     0.0331
sequential          0.0398        0.0740        0.00857     0.0825
total               0.0867         0.183         0.0530      0.235
Power and IR drop assume default switching activity.
