## flow/config.mk

```make
export PLATFORM = sky130hd
export DESIGN_NAME = car_indicator
export DESIGN_NICKNAME = car_indicator
export VERILOG_FILES = /design/flow/design.v
export SDC_FILE = /design/flow/constraint.sdc
export NUM_CORES = 4
export LEC_CHECK = 1
export CORE_AREA = 10 10 70 70
export DIE_AREA = 0 0 80 80
```

## flow/constraint.sdc

```tcl
current_design car_indicator

set clk_period 1.6
set clk_io_pct 0.2

create_clock -name clk0 -period $clk_period [get_ports {clk}]

set non_clock_inputs [all_inputs -no_clocks]
set_input_delay [expr $clk_period * $clk_io_pct] -clock clk0 $non_clock_inputs
set_output_delay [expr $clk_period * $clk_io_pct] -clock clk0 [all_outputs]
```

## flow/design.v

```verilog
`timescale 1ns / 1ps
module car_indicator(clk,rst,left,right,emergency,left_ind,right_ind );
input clk,rst;
input left,right,emergency;
output reg left_ind,right_ind;
reg [1:0] state,next_state;
parameter [1:0] left_state=2'b00, right_state=2'b01, emergency_state=2'b10;
always @(state,left,right,emergency)
begin
    case(state)
        emergency_state:begin
            if({left,right,emergency}==3'b100)
            next_state= left_state;
            else if ({left,right,emergency}==3'b010)
            next_state= right_state;
            else if ({left,right,emergency}==3'b001)
            next_state= emergency_state;
           end
        left_state:begin
            if({left,right,emergency}==3'b100)
            next_state= left_state;
            else if ({left,right,emergency}==3'b010)
            next_state= right_state;
            else if ({left,right,emergency}==3'b001)
            next_state= emergency_state;
            else 
                next_state = emergency_state;
           end
        right_state:begin
            if({left,right,emergency}==3'b010)
            next_state= right_state;
            else if ({left,right,emergency}==3'b001)
            next_state= emergency_state;
            else if ({left,right,emergency}==3'b100)
            next_state= left_state;
           end
         default: next_state= emergency_state;
         endcase
      end
      always @(posedge clk,negedge rst)
      begin 
        if(!rst)
        state<=emergency_state;
        else
            state<=next_state;
           end
       always @(state)
        begin
        if(state==emergency_state)
        begin
            left_ind=1;
            right_ind=1;
          end
          if(state==left_state)
        begin
            left_ind=1;
            right_ind=0;
          end
         if(state==right_state)
        begin
            left_ind=0;
            right_ind=1;
          end
          else begin
            left_ind=1;
            right_ind=1;
          end
       end
endmodule
```

## flow/run.sh

```bash
#!/bin/bash
# OpenROAD 26Q1-2900-gdf79404cd8, Yosys 0.63+post, stock flow scripts
make -C /OpenROAD-flow-scripts/flow DESIGN_CONFIG=/design/flow/config.mk WORK_HOME=/design/flow/orfs finish
```

==> summary.txt <==
Quick summary of the implementation run below.

The pin count of the biggest net entering global routing came out at 6. The register bit total from synthesis came out at 4. The die area is between 6000 and 7000 µm². The worst endpoint required time is 1280 ps.

Compared with the post-synthesis result, the final layout area differs by 67.5%. The number of global-route vias before repair is ~180. The number of cells in Yosys stat came out at 18. Combinational logic is responsible for between 10 and 15% of the overall power. The residual DRC count is 0.

In this run the number of H-tree levels came out at 1. The clock transition at the registers of the reported paths is about 30 ps. The TritonCTS buffer count is 3.

The share of post-route cells with drive strength above 1 came out at about 33%. The floorplan step records an initial core utilization of 5.75%. The count of endpoints failing setup in the final report came out at 0. The combined global-route utilization of all metal layers came out at between 1.5 and 2%. The vertical die size came out at 80 µm. The yosys-reported design area after synthesis came out at 196 µm². The mapped cell area came out at 196 µm².

The count of warnings emitted by yosys came out at 1. In this run the standard cell core region covers between 3000 and 4000 µm². The max-capacitance violation count is 0. For this block, the routed nets add up to approximately 440 µm of wire. The internal portion of the total power is around 170 µW. The first-iteration detailed-routing DRC count is 0. The type recorded for the worst min-delay path is input pin to asynchronous set/reset pin. The final critical-path required period is between 1000 and 1500 ps. Signal routing reaches up to met4. The horizontal extent of the die is ~80 µm. The count of unique library cells instantiated by Yosys came out at 16. The largest buffer count on any clock path came out at 2. Wire segments on met3 add up to about 73 µm in the final route. The site row count came out at 21.

For this run, the detailed router's first-pass iteration total came to 1. In this run the worst path has a maximum fanout of 2. The cell area power density is 687 nW/µm².

The power share of the sequential group is around 28%. The tally of OpenROAD warnings came out at 25. The routability-driven placement congestion ratio came out at between 0.7 and 0.8. The wire-length estimate of the detail-placed layout is 354 µm.

The count of boundary I/O pins is 7. The global-route wire length before repair is roughly 800 µm. The routed metal-1 wirelength came out at 246 µm.

The critical path starts at state[1]$_DFF_PN1_. The remaining number of nets flagged by the antenna check after routing is 0. The setup TNS came out at 0 ps. The vias per cell came out at about 2. The flow reports an fmax of just over 700 MHz.

Setup repair after global routing left no endpoint under its margin. TritonCTS built the clock tree. The static leakage came out at around 0.00012 µW.

The maximum vdd ir drop is 0.108 mV. The switching power share of the total came out at 23.1%. The placed standard-cell area is approximately 300 µm². STA classifies the critical path endpoint as an output pin. The timer found 2 register pins that no clock reaches; their paths are not timed. Summed over all nets, wire length on met2 after detailed routing comes to between 90 and 100 µm. The share of the cycle needed by the critical path after routing is approximately nine tenths. Antenna repair during routing inserted a diode count of 0.

The final core utilization came out at about a tenth. The power spent charging and discharging nets came out at around 52 µW. The root buffer cell chosen for the clock tree is sky130_fd_sc_hd__clkbuf_4. The run finished with clean final reports.

The instance tally after logic synthesis is 18. The data arrival time of the worst path is between 1000 and 1500 ps. The average footprint of a synthesized cell is around 11 µm².

The fraction of power consumed by the clock network came out at 57.6%. For the completed layout, the total cell area is recorded as around 330 µm². The worst setup path is of the flip-flop to output pin kind.

The kind of start point of the critical path is a flip-flop. The count of hold buffers inserted by post-cts repair is 0. The initial antenna violation count is 0.

The total vias in the final route is between 100 and 150. The max-slew violation count came out at 0. The placement report lists the number of port buffers as 5. Endpoints failing hold in the final report were tallied at 0.

The wire length per cell is approximately 6.0 µm. The number of unconstrained endpoints is 4. The leftover overflow at the end of global routing came out at 0.
==> registers in the layout, indices dropped and copies added (netlist names) <==
| signal | flops |
|---|---|
| state | 2 |
| next_state | 2 |
==> what timing repair did <==
| action | 4_1_cts | 5_1_grt |
|---|---|---|
| resized | 1 | 0 |
| setup endpoints to repair | 1 | 0 |
| buffers inserted | 1 | 0 |
==> critical path, cell delays in order (launching register included) <==
cell,delay [ps]
sky130_fd_sc_hd__dfstp_2,520
sky130_fd_sc_hd__nand2b_4,120
sky130_fd_sc_hd__dlygate4sd2_1,220
==> cell usage after synthesis <==
| cell | number | share of area [%] |
|---|---|---|
| sky130_fd_sc_hd__conb_1 | 1 | 1.9 |
| sky130_fd_sc_hd__nand2b_4 | 2 | 14 |
| sky130_fd_sc_hd__dfstp_2 | 1 | 13 |
| sky130_fd_sc_hd__xor2_1 | 1 | 4.5 |
| sky130_fd_sc_hd__dlxtn_1 | 2 | 15 |
| sky130_fd_sc_hd__and2_1 | 1 | 3.2 |
| sky130_fd_sc_hd__a21oi_1 | 1 | 2.5 |
| sky130_fd_sc_hd__dfrtp_1 | 1 | 13 |
| sky130_fd_sc_hd__buf_4 | 1 | 3.8 |
| sky130_fd_sc_hd__nor3b_2 | 1 | 6.4 |
| sky130_fd_sc_hd__o221ai_1 | 1 | 4.5 |
| sky130_fd_sc_hd__nand2_1 | 1 | 1.9 |
| sky130_fd_sc_hd__a221oi_2 | 1 | 7.6 |
| sky130_fd_sc_hd__or2_0 | 1 | 3.2 |
| sky130_fd_sc_hd__inv_1 | 1 | 1.9 |
| sky130_fd_sc_hd__nor2b_1 | 1 | 3.2 |
==> area by class of cell <==
cell class / instances / area (µm²)
fill: 411 / 3090
sequential: 4 / 81.3
tap: 46 / 57.6
inverter: 1 / 3.75
multi-input combinational: 12 / 104
timing repair buffer: 6 / 56.3
clock buffer: 4 / 26.3
==> power groups by stage <==
stage     registers [µW]  clock network (µW)  logic (µW)
4_1_cts             62.4                 135        34.0
5_1_grt             63.3                 142        38.1
6_report            62.3                 130        33.5
==> routing by layer <==
| metal | up-vias | global-route usage (%) |
|---|---|---|
| met2 | 10 | 1.44 |
| li1 | 76 | - |
| met4 | 0 | 0.704 |
| met1 | 58 | 2.39 |
| met5 | - | 0 |
| met3 | 3 | 1.59 |
==> cell families (layout without fill, tap and decap cells) <==
| group | Yosys count | count (layout) | share of synthesized area [%] |
|---|---|---|---|
| AND-OR/OR-AND | 3 | 3 | 14.6 |
| XOR/XNOR | 1 | 1 | 4.46 |
| buffers and inverters | 2 | 11 | 5.73 |
| flip-flops | 2 | 2 | 26.1 |
| latches | 2 | 2 | 15.3 |
| other | 1 | 1 | 1.91 |
| AND/OR/NAND/NOR | 7 | 7 | 31.9 |
==> per-stage QoR <==
step           setup WS (ps)  power (µW)  std cells  hold WS [ps]
3_5_place_dp             105        95.8         68           492
6_report                 187         226         73           246
5_1_grt                  142         244         73           247
4_1_cts                  175         232         73           245
2_1_floorplan            622        80.6         18          24.4
3_3_place_gp             107        94.6         68           490
==> path summary, 6_finish.rpt <==
check / end / slack [ps]
max: left_ind / 190
max in group asynchronous: state[1]$_DFF_PN1_ / 1140
min in group clk0: left_ind / 1290
min: state[0]$_DFF_PN0_ / 250
==> placed cells by master (no fill, tap or decap) <==
| cell | Yosys | final |
|---|---|---|
| sky130_fd_sc_hd__clkbuf_1 | 0 | 1 |
| sky130_fd_sc_hd__and2_1 | 1 | 1 |
| sky130_fd_sc_hd__a21oi_1 | 1 | 1 |
| sky130_fd_sc_hd__dlygate4sd2_1 | 0 | 1 |
| sky130_fd_sc_hd__dfstp_2 | 1 | 1 |
| sky130_fd_sc_hd__buf_4 | 1 | 1 |
| sky130_fd_sc_hd__nand2_1 | 1 | 1 |
| sky130_fd_sc_hd__dlxtn_1 | 2 | 2 |
| sky130_fd_sc_hd__nor3b_2 | 1 | 1 |
| sky130_fd_sc_hd__or2_0 | 1 | 1 |
| sky130_fd_sc_hd__dfrtp_1 | 1 | 1 |
| sky130_fd_sc_hd__o221ai_1 | 1 | 1 |
| sky130_fd_sc_hd__clkdlybuf4s50_1 | 0 | 4 |
| sky130_fd_sc_hd__inv_1 | 1 | 1 |
| sky130_fd_sc_hd__a221oi_2 | 1 | 1 |
| sky130_fd_sc_hd__clkbuf_4 | 0 | 3 |
| sky130_fd_sc_hd__nor2b_1 | 1 | 1 |
| sky130_fd_sc_hd__xor2_1 | 1 | 1 |
| sky130_fd_sc_hd__conb_1 | 1 | 1 |
| sky130_fd_sc_hd__nand2b_4 | 2 | 2 |
No activity file was given, so power comes from the tool's default toggle rates.
